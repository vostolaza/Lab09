==> memfile.dat <==
20020005
2003000c
2067fff7
00e22025
00642824
00a42820
10a7000a
0064202a
10800001
20050000
00e2202a
00853820
00e23822
ac670044
8c020050
08000011
20020001
ac020054
==> run.sh <==
#!/bin/bash
# OpenROAD 26Q1-2900-gdf79404cd8, Yosys 0.63+post, stock flow scripts
make -C /OpenROAD-flow-scripts/flow DESIGN_CONFIG=/design/flow/config.mk WORK_HOME=/design/flow/orfs finish
==> config.mk <==
export PLATFORM = sky130hd
export DESIGN_NAME = adder
export DESIGN_NICKNAME = adder
export VERILOG_FILES = /design/flow/design.v
export SDC_FILE = /design/flow/constraint.sdc
export NUM_CORES = 4
export LEC_CHECK = 1
export CORE_AREA = 10 10 107 107
export DIE_AREA = 0 0 117 117
==> constraint.sdc <==
current_design adder

set clk_period 24.1
set clk_io_pct 0.2

create_clock -name clk0 -period $clk_period

set non_clock_inputs [all_inputs -no_clocks]
set_input_delay [expr $clk_period * $clk_io_pct] -clock clk0 $non_clock_inputs
set_output_delay [expr $clk_period * $clk_io_pct] -clock clk0 [all_outputs]
==> design.v <==
module regfile(input         clk,
               input         we3,
               input  [4:0]  ra1, ra2, wa3,
               input  [31:0] wd3,
               output [31:0] rd1, rd2);
  reg [31:0] rf[31:0];
  always @(posedge clk)
    if (we3) rf[wa3] <= wd3;
  assign rd1 = (ra1 != 0) ? rf[ra1] : 0;
  assign rd2 = (ra2 != 0) ? rf[ra2] : 0;
endmodule
module adder(input  [31:0] a, b,
             output [31:0] y);
  assign y = a + b;
endmodule
module sl2(input  [31:0] a,
           output [31:0] y);
  assign y = {a[29:0], 2'b00};
endmodule
module signext(input  [15:0] a,
               output [31:0] y);
  assign y = {{16{a[15]}}, a};
endmodule
module flopr #(parameter WIDTH = 8)
              (input              clk, reset,
               input  [WIDTH-1:0] d,
               output reg [WIDTH-1:0] q);
  always @(posedge clk, posedge reset)
    if (reset) q <= 0;
    else       q <= d;
endmodule
module flopenr #(parameter WIDTH = 8)
                (input              clk, reset,
                 input              en,
                 input  [WIDTH-1:0] d,
                 output reg [WIDTH-1:0] q);
  always @(posedge clk, posedge reset)
    if      (reset) q <= 0;
    else if (en)    q <= d;
endmodule
module mux2 #(parameter WIDTH = 8)
             (input  [WIDTH-1:0] d0, d1,
              input              s,
              output [WIDTH-1:0] y);
  assign y = s ? d1 : d0;
endmodule
module mux3 #(parameter WIDTH = 8)
             (input   [WIDTH-1:0] d0, d1, d2,
              input   [1:0]       s,
              output [WIDTH-1:0] y);
  assign #1 y = s[1] ? d2 : (s[0] ? d1 : d0);
endmodule
module mux4 #(parameter WIDTH = 8)
             (input [WIDTH-1:0] d0, d1, d2, d3,
              input [1:0]       s,
              output reg [WIDTH-1:0] y);
   always @ (*)
      case(s)
         2'b00: y <= d0;
         2'b01: y <= d1;
         2'b10: y <= d2;
         2'b11: y <= d3;
      endcase
endmodule
module arithmetic (A, B, opcode, out);
    input[31:0] A, B;
    input [2:0] opcode;
    output [31:0] out;
    reg [31:0] out;
    parameter add = 3'b010, sub = 3'b110, slt = 3'b111, bne = 3'b011;
    always @ (A or B or opcode) begin
        casex (opcode)
            add: out = A + B;
            sub: out = A - B;
            bne: out = ~(A - B);
            slt: out = (A < B) ? 1 : 0;
            default: out = 31'b0;
        endcase
    end
endmodule
module logicUnit (A, B, opcode, out);
    input[31:0] A, B;
    input [2:0] opcode;
    output [31:0] out;
    reg [31:0] out;
    parameter and_ = 3'b000, or_ = 3'b001;
    always @ (A or B or opcode) begin
        casex (opcode)
            and_: out = A & B;
            or_: out = A | B;
            default: out = 31'b0;
        endcase
    end
endmodule
module mux2_1 (logicU, arithU, sel, out);
    input [31:0] logicU, arithU;
    input sel;
    output [31:0] out;
    assign out = sel ? arithU : logicU;
endmodule
module alu (a, b, f, y, zero);
    input[31:0] a, b;
    input [2:0] f;
    output [31:0] y;
    output zero;
    wire [31:0] outLogic, outArithmetic;
    logicUnit log(a, b, f, outLogic);
    arithmetic ari(a, b, f, outArithmetic);
    mux2_1 mux(outLogic, outArithmetic, f[1], y);
    assign zero = (y == 31'b0) ? 1 : 0;
endmodule
module mips(input         clk, reset,
            output [31:0] adr, writedata,
            output        memwrite,
            input  [31:0] readdata);
  wire         zero, pcen, irwrite, regwrite,
               alusrca, iord, memtoreg, regdst;
  wire [1:0]  alusrcb, pcsrc;
  wire [2:0]  alucontrol;
  wire [5:0]  op, funct;
  controller c(clk, reset, op, funct, zero,
               pcen, memwrite, irwrite, regwrite,
               alusrca, iord, memtoreg, regdst,
               alusrcb, pcsrc, alucontrol);
  datapath dp(clk, reset,
              pcen, irwrite, regwrite,
              alusrca, iord, memtoreg, regdst,
              alusrcb, pcsrc, alucontrol,
              op, funct, zero,
              adr, writedata, readdata);
endmodule
module controller(input        clk, reset,
                  input  [5:0] op, funct,
                  input        zero,
                  output       pcen, memwrite, irwrite, regwrite,
                  output       alusrca, iord, memtoreg, regdst,
                  output [1:0] alusrcb, pcsrc,
                  output [2:0] alucontrol);
  wire [1:0] aluop;
  wire       branch, pcwrite;
  maindec md(clk, reset, op,
             pcwrite, memwrite, irwrite, regwrite,
             alusrca, branch, iord, memtoreg, regdst,
             alusrcb, pcsrc, aluop);
  aludec  ad(funct, aluop, alucontrol);
  assign pcen = (branch & zero) | pcwrite;
endmodule
module maindec(input        clk, reset,
               input  [5:0] op,
               output       pcwrite, memwrite, irwrite, regwrite,
               output       alusrca, branch, iord, memtoreg, regdst,
               output [1:0] alusrcb, pcsrc,
               output [1:0] aluop);
  parameter   FETCH   = 4'b0000;   
  parameter   DECODE  = 4'b0001;   
  parameter   MEMADR  = 4'b0010;	 
  parameter   MEMRD   = 4'b0011;	 
  parameter   MEMWB   = 4'b0100;	 
  parameter   MEMWR   = 4'b0101;	 
  parameter   RTYPEEX = 4'b0110;	 
  parameter   RTYPEWB = 4'b0111;	 
  parameter   BEQEX   = 4'b1000;	 
  parameter   ADDIEX  = 4'b1001;	 
  parameter   ADDIWB  = 4'b1010;	 
  parameter   JEX     = 4'b1011;	 
  parameter   LW      = 6'b100011;	 
  parameter   SW      = 6'b101011;	 
  parameter   RTYPE   = 6'b000000;	 
  parameter   BEQ     = 6'b000100;	 
  parameter   ADDI    = 6'b001000;	 
  parameter   J       = 6'b000010;	 
  reg [3:0]  state, nextstate;
  reg [14:0] controls;
  always @(posedge clk or posedge reset)
    if(reset) state <= FETCH;
    else state <= nextstate;
  always @(*)
    case(state)
      FETCH:   nextstate <= DECODE;
      DECODE:  case(op)
                  LW:      nextstate <= MEMADR;
                  SW:      nextstate <= MEMADR;
                  RTYPE:   nextstate <= RTYPEEX;
                  BEQ:     nextstate <= BEQEX;
                  ADDI:    nextstate <= ADDIEX;
                  J:       nextstate <= JEX;
                  default: nextstate <= 4'bx;  
               endcase
      MEMADR:  case(op)
                  LW:      nextstate <= MEMRD;
                  SW:      nextstate <= MEMWR;
                  default: nextstate <= 4'bx;  
               endcase
      MEMRD:   nextstate <= MEMWB;
      MEMWB:   nextstate <= FETCH;
      MEMWR:   nextstate <= FETCH;
      RTYPEEX: nextstate <= RTYPEWB;
      RTYPEWB: nextstate <= FETCH;
      BEQEX:   nextstate <= FETCH;
      ADDIEX:  nextstate <= ADDIWB;
      ADDIWB:  nextstate <= FETCH;
      JEX:     nextstate <= FETCH;
      default: nextstate <= 4'bx;  
    endcase
  assign {pcwrite, memwrite, irwrite, regwrite,
          alusrca, branch, iord, memtoreg,
          regdst, alusrcb, pcsrc, aluop} = controls;
    always @ (*)
    case(state)
      FETCH:     controls <= 15'h5010;      
      DECODE:    controls <= 15'h0030;      
      MEMADR:    controls <= 15'h0420;      
      MEMRD:     controls <= 15'h0100;      
      MEMWB:     controls <= 15'h0880;      
      MEMWR:     controls <= 15'h2100;      
      RTYPEEX:   controls <= 15'h0402;      
      RTYPEWB:   controls <= 15'h0840;      
      BEQEX:     controls <= 15'h0605;      
      ADDIEX:    controls <= 15'h0420;      
      ADDIWB:    controls <= 15'h0800;      
      JEX:       controls <= 15'h4008;      
      default:   controls <= 15'hxxxx;      
    endcase
endmodule
module aludec(input  [5:0] funct,
              input  [1:0] aluop,
              output reg [2:0] alucontrol);
  always@(*)
    case(aluop)
      2'b00: alucontrol <= 3'b010;           
      2'b01: alucontrol <= 3'b110;           
      default: case(funct)                   
          6'b100000: alucontrol <= 3'b010;   
          6'b100010: alucontrol <= 3'b110;   
          6'b100100: alucontrol <= 3'b000;   
          6'b100101: alucontrol <= 3'b001;   
          6'b101010: alucontrol <= 3'b111;   
          default:   alucontrol <= 4'bxxxx;  
        endcase
    endcase
endmodule
module datapath(input         clk, reset,
                input         pcen, irwrite, regwrite,
                input         alusrca, iord, memtoreg, regdst,
                input  [1:0]  alusrcb, pcsrc,
                input  [2:0]  alucontrol,
                output [5:0]  op, funct,
                output        zero,
                output [31:0] adr, writedata,
                input  [31:0] readdata);
  wire [4:0]  writereg;
  wire [31:0] pcnext, pc;
  wire [31:0] instr, data, srca, srcb;
  wire [31:0] a;
  wire [31:0] aluresult, aluout;
  wire [31:0] signimm;    
  wire [31:0] signimmsh;	 
  wire [31:0] wd3, rd1, rd2;
  assign op = instr[31:26];
  assign funct = instr[5:0];
  flopenr #(32) pcreg(clk, reset, pcen, pcnext, pc);
  mux2 #(32) adrmux(pc, aluout, iord, adr);
  flopenr #(32) instrreg(clk, reset, irwrite, readdata, instr);
  flopr #(32) datareg(clk, reset, readdata, data);
  mux2 #(5) regdstmux(instr[20:16], instr[15:11], regdst, writereg);
  mux2 #(32) wdmux(aluout, data, memtoreg, wd3);
  regfile regfile(clk, regwrite, instr[25:21], instr[20:16], writereg, wd3, rd1, rd2);
  flopr #(32) areg(clk, reset, rd1, a);
  flopr #(32) breg(clk, reset, rd2, writedata);
  mux2 #(32) amux(pc, a, alusrca, srca);
  signext signext(instr[15:0], signimm);
  sl2 sxsl2(signimm, signimmsh);
  mux4 #(32) srcbmux(writedata, 4, signimm, signimmsh, alusrcb, srcb);
  alu alu(srca, srcb, alucontrol, aluresult, zero);
  flopr #(32) alureg(clk, reset, aluresult, aluout);
  wire [31:0] pcjump;
  assign pcjump = {pc[31:28], instr[25:0], 2'b00};
  mux3 #(32) alumux(aluresult, aluout, pcjump, pcsrc, pcnext);
endmodule
module mem(input        clk, we,
           input        [31:0] a, wd,
           output       [31:0] rd);
  reg  [31:0] RAM[63:0];
  initial
    begin
      $readmemh("memfile.dat",RAM);   
    end
  assign rd = RAM[a[31:2]];  
  always @(posedge clk)
    if (we)
      RAM[a[31:2]] <= wd;
endmodule
module top(input        clk, reset,
           output       [31:0] writedata, adr,
           output       memwrite);
  wire [31:0] readdata;
  mips mips(clk, reset, adr, writedata, memwrite, readdata);
  mem mem(clk, memwrite, adr, writedata, readdata);
endmodule
==> flow_results.xml <==
<?xml version="1.0" encoding="UTF-8"?>
<metrics>
  <group name="timing">
    <metric name="finalCriticalPeriod" unit="ps">12640</metric>
    <metric name="hold_slack" unit="ps">10670</metric>
    <metric name="rsz0062_at_grt" unit="">false</metric>
    <metric name="hold_viol" unit="">0</metric>
    <metric name="report.final.slew_viol_count" unit="">0</metric>
    <metric name="postLayoutSetupSlackWorst" unit="ps">11460</metric>
    <metric name="worst_slew_pin_slew" unit="ps">557</metric>
    <metric name="finalClockPeriodUsage" unit="%">52.5</metric>
    <metric name="max_slew_margin" unit="%">61.9</metric>
    <metric name="setup-tns-final" unit="ps">0</metric>
    <metric name="timing.fmax" unit="MHz">79.1</metric>
    <metric name="timing.final.setup_violations" unit="">0</metric>
  </group>
  <group name="hold_path">
    <metric name="hold_class" unit="">in2out</metric>
  </group>
  <group name="grt">
    <metric name="first_global_vias" unit="">2099</metric>
    <metric name="antenna_violations_before_repair" unit="">0</metric>
    <metric name="grt-ovfl-total" unit="">0</metric>
    <metric name="grt_first_pass_wirelength" unit="µm">10100</metric>
    <metric name="grt_start_max_net_pins" unit="">11</metric>
    <metric name="total_global_routing_track_utilization" unit="%">8.88</metric>
  </group>
  <group name="power_and_ir_drop">
    <metric name="pwr_density_cell" unit="nW/µm²">29.1</metric>
    <metric name="ir_drop" unit="µV">14.6</metric>
    <metric name="leakage_power" unit="nW">1.18</metric>
  </group>
  <group name="clocking">
    <metric name="resized_gates_after_cts" unit="">0</metric>
    <metric name="holdBufCountCts" unit="">0</metric>
    <metric name="setup_buffers_after_cts" unit="">0</metric>
  </group>
  <group name="worst_setup_path">
    <metric name="crit_path_end_kind" unit="">output pin</metric>
    <metric name="cpMaxStageDelayCell" unit="">sky130_fd_sc_hd__clkdlybuf4s50_1</metric>
    <metric name="cp_slowest_stage_delay" unit="ps">500</metric>
    <metric name="cp.required" unit="ps">19280</metric>
    <metric name="cp_max_fo" unit="">4</metric>
    <metric name="critical_path_arrival" unit="ps">7820</metric>
    <metric name="critical_path_buf_inv_count" unit="">2</metric>
    <metric name="worstPathCellList" unit="">clkdlybuf4s50_1 &gt; ha_1 &gt; fa_1 &gt; a21o_1 &gt; a31o_2 &gt; nand3_1 &gt; o221ai_1 &gt; a311oi_1 &gt; o21bai_1 &gt; xor2_1 &gt; clkdlybuf4s50_1</metric>
    <metric name="cp_top_delay_family" unit="">AND-OR/OR-AND gates</metric>
    <metric name="worst_setup_path_start_kind" unit="">input port</metric>
    <metric name="worst_path_most_repeated_cell" unit="">sky130_fd_sc_hd__clkdlybuf4s50_1</metric>
    <metric name="timing.setup.critical_path_class" unit="">in2out</metric>
  </group>
  <group name="floorplanning">
    <metric name="die_width" unit="µm">117</metric>
    <metric name="die_area" unit="µm²">13700</metric>
    <metric name="die_h" unit="µm">117</metric>
    <metric name="floorplan.initialDensity" unit="%">19.0</metric>
    <metric name="ioPinCount" unit="">96</metric>
    <metric name="core" unit="µm²">9200</metric>
    <metric name="core_rows" unit="">35</metric>
  </group>
  <group name="final_layout">
    <metric name="lay_top_count" unit="">sky130_fd_sc_hd__clkdlybuf4s50_1</metric>
    <metric name="final_cell_mix" unit="">sky130_fd_sc_hd__clkdlybuf4s50_1, sky130_fd_sc_hd__ha_1, sky130_fd_sc_hd__a21oi_1</metric>
    <metric name="synthToLayoutAreaGrowth" unit="%">60.5</metric>
    <metric name="final_util" unit="%">30.4</metric>
    <metric name="seq_cell_count" unit="">0</metric>
    <metric name="finish.instance_area" unit="µm²">2800</metric>
    <metric name="clockBufferCount" unit="">0</metric>
    <metric name="register_area" unit="µm²">0</metric>
    <metric name="share_of_cells_above_drive_strength_1" unit="%">3.07</metric>
  </group>
  <group name="logic_synthesis">
    <metric name="synth-compound-area-share" unit="%">39.3</metric>
    <metric name="yosys-stat-area" unit="µm²">1740</metric>
    <metric name="synth_simple_gate_area_share" unit="%">18.3</metric>
    <metric name="synth_stat.cells" unit="">241</metric>
    <metric name="syn_area_per_cell" unit="µm²">7.24</metric>
    <metric name="netlist_instances" unit="">241</metric>
    <metric name="ys_types" unit="">50</metric>
    <metric name="synth-xor-area-share" unit="%">14.1</metric>
    <metric name="synthTopLogicFamily" unit="">AND-OR/OR-AND gates</metric>
    <metric name="synthesis.yosys.warnings" unit="">0</metric>
    <metric name="synth-adder-area-share" unit="%">23.4</metric>
    <metric name="synth_sequential_area_ratio" unit="%">0</metric>
    <metric name="mux_share" unit="%">1.15</metric>
    <metric name="total_standard_cell_area_after_synthesis" unit="µm²">1740</metric>
  </group>
  <group name="placement">
    <metric name="dpl_cell_area" unit="µm²">2800</metric>
    <metric name="numPortBuffers" unit="">96</metric>
    <metric name="estimated_wirelength_of_the_detail_placed_design" unit="µm">5590</metric>
    <metric name="pre_cts_slack" unit="ps">11450</metric>
    <metric name="place_congestion" unit="">0.828</metric>
  </group>
  <group name="outcome">
    <metric name="outcome" unit="">complete, no violations</metric>
  </group>
  <group name="drt">
    <metric name="dr_total_vias" unit="">2125</metric>
    <metric name="drtPass1Iterations" unit="">4</metric>
    <metric name="postRouteAntennaNets" unit="">0</metric>
    <metric name="drt_iter0_markers" unit="">81</metric>
    <metric name="drt-vias-per-instance" unit="">4.86</metric>
    <metric name="drc" unit="">0</metric>
    <metric name="antennaDiodeCount" unit="">0</metric>
    <metric name="route.detailed.wl_per_inst" unit="µm">14.5</metric>
    <metric name="routed_wl" unit="µm">6350</metric>
  </group>
  <group name="run">
    <metric name="max_cap_violations" unit="">0</metric>
    <metric name="openroad.warnings" unit="">32</metric>
  </group>
</metrics>
kinds of logic (layout without fill, tap and decap cells):
| group | after synthesis | count (layout) |
|---|---|---|
| multiplexers | 2 | 2 |
| AND-OR/OR-AND | 97 | 97 |
| adder cells (fa/ha/maj) | 32 | 32 |
| AND/OR/NAND/NOR | 65 | 65 |
| buffers and inverters | 17 | 102 |
| XOR/XNOR | 28 | 28 |
cell usage after synthesis, drive strengths merged, types with 2 or more instances:
cell	count	area (µm²)
ha	31	388
a21oi	29	145
a21o	19	143
nand2	18	67.6
o21ai	15	78.8
xor2	15	131
xnor2	13	114
nor2	12	45.0
nand3	10	50.1
clkbuf	8	30.0
nand4	8	50.1
inv	6	22.5
o21bai	5	48.8
nor3	4	20.0
a211oi	3	22.5
a311oi	3	43.8
a31oi	3	18.8
buf	3	13.8
o211ai	3	22.5
or2	3	18.8
mux2i	2	20.0
nand2b	2	12.5
o21a	2	15.0
o221ai	2	17.5
o311ai	2	17.5
path summary, 6_finish.rpt:
path / startpoint / cells past startpoint / slack, ps / to
worst max-delay path: a[0] / 11 / 11460 / y[26]
worst min-delay path: b[0] / 3 / 10670 / y[0]
worst min-delay path, delay by kind of cell:
| kind | cells | cell delay (ps) |
|---|---|---|
| adders and majority gates | 1 | 110 |
| buffers and inverters | 2 | 920 |
metal layers:
layer | global-route usage [%] | part of all wire (%)
met5 | 0 | 0
met4 | 0 | 0
met3 | 2.89 | 11
met2 | 15.3 | 45
met1 | 11.2 | 44
per-stage QoR:
step,power [mW],cells
floorplan,0.0385,241
global placement,0.0822,437
detailed placement,0.0820,437
CTS,0.0827,437
global route,0.0906,437
finish,0.0815,437
layout make-up:
class              instances  area (µm²)
well taps                111         139
inverters                  6        22.5
repair buffers            96         961
fillers                  993        6400
multi-input cells        224        1680
report_power, final:
group          total [mW]  switching (mW)  leakage [nW]  internal, mW
combinational      0.0815          0.0331          1.18        0.0484
sequential              0               0             0             0
clock                   0               0             0             0
total              0.0815          0.0331          1.18        0.0484
Power is estimated from default activity; no workload was simulated.
